$ cat ./run.sh
#!/bin/bash
# OpenROAD 26Q1-2900-gdf79404cd8, Yosys 0.63+post, stock flow scripts
make -C /OpenROAD-flow-scripts/flow DESIGN_CONFIG=/design/flow/config.mk WORK_HOME=/design/flow/orfs finish
$ cat ./config.mk
export PLATFORM = sky130hd
export DESIGN_NAME = apb_wrapper
export DESIGN_NICKNAME = apb_wrapper
export VERILOG_FILES = /design/flow/design.v
export SDC_FILE = /design/flow/constraint.sdc
export NUM_CORES = 4
export LEC_CHECK = 1
export CORE_UTILIZATION = 50
$ cat ./constraint.sdc
current_design apb_wrapper

set clk_period 11.0
set clk_io_pct 0.2

create_clock -name clk0 -period $clk_period [get_ports {pclk}]

set non_clock_inputs [all_inputs -no_clocks]
set_input_delay [expr $clk_period * $clk_io_pct] -clock clk0 $non_clock_inputs
set_output_delay [expr $clk_period * $clk_io_pct] -clock clk0 [all_outputs]
$ cat ./design.v
`timescale 1ns / 1ps
module apb_master#(parameter addr_width =5 , data_width = 16) (
    input bit pclk,                   
    input bit preset_n,               
    input logic pready,               
    input logic transfer,             
    input logic [data_width - 1 : 0] prdata,  
    input logic [addr_width - 1 : 0] apb_paddr,  
    input logic [data_width - 1 : 0] apb_pwdata,  
    input logic apb_control,          
    output logic [addr_width - 1 : 0] paddr,  
    output logic pselx,               
    output bit penable,               
    output logic pwrite,              
    output logic [data_width - 1 : 0] pwdata,  
    output logic [data_width / 8 - 1 : 0] pstrb,  
    output logic [data_width - 1 : 0] apb_prdata  
);
localparam logic [2:0] idle   = 3'b001;  
localparam logic [2:0] setup  = 3'b010;  
localparam logic [2:0] access = 3'b100;  
logic [2:0] present_state, next_state;   
logic [data_width - 1 : 0] temp_apb_prdata;
always_ff @(posedge pclk, negedge preset_n) begin
    if (!preset_n)
        present_state <= idle;       
    else
        present_state <= next_state;  
end
always_comb begin
    case (present_state)
        idle: begin
            if (transfer) begin
                next_state = setup;
            end else begin
                next_state = idle;
            end
        end
        setup: begin
            if (transfer) begin 
                next_state = access;
            end else begin
                next_state = idle;
            end
        end
        access: begin
            if (pready == 'b1) begin
                next_state = idle;
            end else begin
                next_state = access;  
            end
        end
        default: next_state = idle;   
    endcase
end
always_comb begin
    case (present_state)
        idle: begin
            pselx   = 'b0;   
            penable = 'b0;   
        end
        setup: begin
            pselx   = 'b1;   
            penable = 'b0;   
        end
        access: begin
            pselx   = 'b1;   
            penable = 'b1;   
        end
        default: begin
            pselx   = 'b0;
            penable = 'b0;
        end
    endcase
end           
always_comb begin
    if ((present_state == setup) || (present_state == access)) begin
        paddr = apb_paddr;  
        if (apb_control) begin  
            pwdata = apb_pwdata;
        end else begin  
            pwdata = 'b0;
        end
    end else begin  
        paddr = 'b0;
        pwdata = 'b0;
    end
end
always_ff @(posedge pclk, negedge preset_n) begin
    if (!preset_n) begin
        temp_apb_prdata <= '0;
    end else if (pready && !apb_control) begin
        temp_apb_prdata <= prdata;
    end
end
always_comb begin
    if (pwrite && pselx && penable) begin
        pstrb = {data_width / 8 {1'b1}};
    end else begin
        pstrb = 'b0;  
    end
end
assign pwrite = apb_control;
assign apb_prdata=temp_apb_prdata;
endmodule
`timescale 1ns / 1ps
module apb_slave#(
    parameter addr_width = 5,
    parameter data_width = 16
)(
    input  logic pclk,
    input  logic preset_n,
    input  logic pselx,
    input  logic penable,
    input  logic pwrite,
    input  logic [addr_width - 1 : 0] paddr,
    input  logic [data_width - 1 : 0] pwdata,
    output logic [data_width - 1 : 0] apb_spwdata,
    output logic [data_width - 1 : 0] prdata,
    output logic pready
);
    logic [data_width-1:0] mem [0:2**addr_width]; 
    typedef enum logic [1:0] {
        IDLE = 2'b00,
        SETUP = 2'b01,
        ACCESS = 2'b10
    } state_t;
    state_t present_state, next_state;
    always_ff @(posedge pclk or negedge preset_n) begin
        if (!preset_n)
            present_state <= IDLE;
        else
            present_state <= next_state;
    end 
    always_comb begin
        case (present_state)
            IDLE: begin
                if (pselx && !penable)  
                    next_state = SETUP;
                else
                    next_state = IDLE;
            end
            SETUP: begin
                if (pselx && penable)  
                    next_state = ACCESS;
                else
                    next_state = IDLE;
            end
            ACCESS: begin
                if (!pselx)  
                    next_state = IDLE;
                else
                    next_state = SETUP;  
            end
            default: next_state = IDLE;
        endcase
    end
    always_ff @(posedge pclk or negedge preset_n) begin
        if (!preset_n)
            pready <= 1'b0;
        else if (present_state == ACCESS)
            pready <= 1'b1;
        else
            pready <= 1'b0;
    end
    always_ff @(posedge pclk) begin
       if (pready && pwrite) begin
            mem[paddr] <= pwdata;
            apb_spwdata <= pwdata;
        end
    end
    always_ff @(posedge pclk) begin
        if (pready && !pwrite)
            prdata <= mem[paddr];
    end
endmodule
`timescale 1ns / 1ps
module apb_wrapper#(parameter addr_width = 5, data_width = 16)(
    input bit pclk,                   
    input bit preset_n,               
    input logic transfer,  
    input logic [addr_width - 1 : 0] apb_paddr,  
    input logic [data_width - 1 : 0] apb_pwdata,  
    input logic apb_control ,         
    output logic [data_width - 1 : 0] apb_spwdata,   
    output logic [data_width - 1 : 0] apb_prdata  
    );
    logic [addr_width-1:0] paddr;
    logic pselx;
    bit penable;
    logic pwrite;
    logic [data_width-1:0] pwdata;
    logic [data_width/8-1:0] pstrb; 
    logic                    pready;
    logic [data_width -1:0]  prdata;
    apb_master #(.addr_width(addr_width), .data_width(data_width)) DUT (
        .pclk(pclk),
        .preset_n(preset_n),
        .pready(pready),
        .transfer(transfer),
        .prdata(prdata),
        .apb_paddr(apb_paddr),
        .apb_pwdata(apb_pwdata),
        .apb_control(apb_control),
        .paddr(paddr),
        .pselx(pselx),
        .penable(penable),
        .pwrite(pwrite),
        .pwdata(pwdata),
        .pstrb(pstrb),
        .apb_prdata(apb_prdata)
    );
     apb_slave #(
        .addr_width(addr_width),
        .data_width(data_width)
    ) dut (
        .pclk       (pclk),
        .preset_n   (preset_n),
        .pselx      (pselx),
        .penable    (penable),
        .pwrite     (pwrite),
        .paddr      (paddr),
        .pwdata     (pwdata),
        .apb_spwdata(apb_spwdata),
        .prdata     (prdata),
        .pready     (pready)
    );
endmodule
==> Changelog: implementation <==
### Metrics

* Syn_area_per_cell at 17.5 µm²
* P_sw at slightly above 0.9 mW
* Share of the core filled with cells in the final layout at approximately three fifths
* Most common flop cell mapped by yosys: sky130_fd_sc_hd__edfxtp_1
* Worst Max-Slew Pin Slew at between 900 and 1000 ps
* Library cell with the largest summed area after synthesis: sky130_fd_sc_hd__edfxtp_1
* Number of register bits inferred by synthesis at 567
* Critical R2R Capture: dut.mem[13][5]
* Run status: finished, final reports clean
* Area growth from synthesis to final layout at 15.0%
* Fraction of synthesized cell area taken by the top area cell type at 76.3%
* Post-route ant nets at 0
* Stage-log warning count at 25
* Post-CTS repair timing setup buffer count at 0
* Slew Viols, Final at 0
* Slowest CP cell: sky130_fd_sc_hd__nor2b_1
* TritonCTS buffer count at ~56
* Synthesized instance count at roughly 1200
* Static leakage at 8.73 nW
* Hold path start: dut.present_state[1]
* Final worst path period need at 4890 ps
* Post-synth tally of flip-flops with integrated enable at between 500 and 600
* GRT Residual Overflow at 0
* Max capacitance violation total at 0
* Yosys-reported design area after synthesis at about 21000 µm²
* Via-per-instance ratio at roughly 6.3
* Share of final-layout standard cells stronger than drive strength 1 at between 10% and 20%
* Global-route wire length before repair at just over 80000 µm
* Comb power frac at about 4.0%
* Sequential cell area at 16900 µm²
* Path category of the worst min-delay check: reg -> reg
* Critical path data required time at approximately 11000 ps
* Ys Warns at 2
* Clock Skew at approximately 15 ps
* Crit path capture type: register
* Horiz. Die Dim at around 210 µm
* Worst path setup slack after routing at approximately 6100 ps
* Cell family with the largest share of critical-path delay: simple AND/OR/NAND/NOR gates
* Pwr dens at ~180 nW/µm²
* Endpoint of the worst hold-timing path: dut.pready
* Total via count in the routed design at 12100
* All-Layer GR Usage at between 20 and 30%
* Clock sinks at 567
* DR iter-0 viols at ~890
* Clk Tree Root Cell: sky130_fd_sc_hd__clkbuf_16
* Number of buffers inserted by port buffering at between 50 and 60
* Internal portion of total power at roughly 3.4 mW
* Share of the clock period used by the worst path after layout at between 40% and 50%
* Most frequent logic cell in the layout: sky130_fd_sc_hd__edfxtp_1
* Floorplan die area at ~44000 µm²
* Share of power burned in registers at a little over half
* Slew headroom at a little under two fifths
* Top logic cells by instance count in the layout: 544 x sky130_fd_sc_hd__edfxtp_1, 84 x sky130_fd_sc_hd__a22oi_1, 75 x sky130_fd_sc_hd__buf_4
* Unrepaired setup endpoints after global routing: no
* Worst path buffer plus inverter count at 3
* Peak Freq at 205 MHz
* CTS Buffer Depth at 3
* Depth of the most critical reg-to-reg path at 6
* Number of DRC violations after detailed routing at 0
* Register share after synthesis at around 79%
* ANT cells at 0
* Post-synthesis cell area at roughly 21000 µm²
* Number of cell instances after yosys synthesis at between 1000 and 1500
* Highest ir drop seen on vdd at 0.115 mV
* Half-perimeter wire length after detailed placement at about 34000 µm
* Worst path cell trace: buf_4 > buf_4 > nor2b_1 > nand2_1 > nor2_1 > buf_4
* Layout filler cell count at between 3000 and 4000
* CP Class: in -> reg
* Number of cells on the worst hold path at 0
* Startpoint type of the worst setup path: input port
* Crit Reg-Reg Startpoint: DUT.present_state[1]
* Init Core Util at 50.8%
* Fraction of synthesis flops using an asynchronous set or reset pin at under 10%
* Worst Path Max Fanout at roughly 40
* H-tree level count at 2
* Initial antenna violation count at 0
* Switching part of the total power at approximately a fifth
* Clock power share at approximately two fifths
* Resized Gates After CTS at 0
* Setup-failing EPs final at 0
* Chip Height at 209 µm
* Pre-antenna DRT Iters at 7
* Clock network latency to the later pin of the worst-skew pair at ~600 ps
* Area of the core at between 40000 and 50000 µm²
* Worst slack at placement at ~5600 ps
* Maximum number of pins on one net before global-route repair at approximately 51
* Final weighted congestion of routability-driven global placement at approximately 0.92
* Final total negative setup slack at 0 ps
* Number of hold buffers added after cts at 0
* Clock slew at the register clock pins of the worst setup and hold paths at about 60 ps
* Number of placed I/O pins at ~57
* Setup slack, reg-to-reg at ~7500 ps
* Final routed wire length divided by cell count at slightly below 30 µm
* Crit path DAT at approximately 5200 ps
* Final hold vios at 0
* Std cell rows at roughly 75
* Max incr delay on CP at ~730 ps
* Vias in the first global route at between 10000 and 15000
* Largest cells by area: sky130_fd_sc_hd__edfxtp_1 76%, sky130_fd_sc_hd__a22oi_1 2.9%, sky130_fd_sc_hd__mux2_2 2.7%, sky130_fd_sc_hd__dfrtp_1 2.5%, sky130_fd_sc_hd__mux2i_1 1.4%
* Sum of routed wire length over all layers at between 50000 and 60000 µm
* Most common cell type on the critical path: sky130_fd_sc_hd__buf_4
* TritonCTS clock tree: done
* Combined area of the multi-input logic cells at roughly 4200 µm²
* Tally of unique sky130hd cells used after synthesis at between 60 and 70
-- per-stage QoR --
step | cells | area (µm²) | hold slack [ps] | power (mW)
2_1_floorplan | 1221 | 21400 | 375 | 2.50
3_3_place_gp | 1816 | 22900 | 382 | 2.58
3_5_place_dp | 1816 | 22900 | 388 | 2.58
4_1_cts | 1919 | 24600 | 403 | 4.36
5_1_grt | 1919 | 24600 | 425 | 4.45
6_report | 1919 | 24600 | 401 | 4.34
-- Yosys cell counts, types with 3 or more instances --
master / number
sky130_fd_sc_hd__o31ai_1: 4
sky130_fd_sc_hd__buf_6: 4
sky130_fd_sc_hd__nand3_1: 26
sky130_fd_sc_hd__a31oi_1: 32
sky130_fd_sc_hd__o22ai_1: 3
sky130_fd_sc_hd__mux2i_1: 29
sky130_fd_sc_hd__mux4_2: 7
sky130_fd_sc_hd__a32oi_1: 6
sky130_fd_sc_hd__a211oi_1: 6
sky130_fd_sc_hd__a31o_1: 5
sky130_fd_sc_hd__a221oi_1: 23
sky130_fd_sc_hd__a22oi_1: 84
sky130_fd_sc_hd__nor2b_1: 8
sky130_fd_sc_hd__a311o_1: 3
sky130_fd_sc_hd__nor3_1: 5
sky130_fd_sc_hd__a221o_1: 7
sky130_fd_sc_hd__nor2_1: 54
sky130_fd_sc_hd__a21oi_1: 28
sky130_fd_sc_hd__nand4_1: 7
sky130_fd_sc_hd__edfxtp_1: 544
sky130_fd_sc_hd__a32o_1: 8
sky130_fd_sc_hd__o21ai_0: 11
sky130_fd_sc_hd__buf_4: 3
sky130_fd_sc_hd__mux2_2: 51
sky130_fd_sc_hd__or4_1: 4
sky130_fd_sc_hd__nand2_1: 66
sky130_fd_sc_hd__a222oi_1: 17
sky130_fd_sc_hd__nand2b_1: 5
sky130_fd_sc_hd__clkbuf_1: 33
sky130_fd_sc_hd__and3_1: 27
sky130_fd_sc_hd__a2111oi_0: 4
sky130_fd_sc_hd__o32ai_1: 4
sky130_fd_sc_hd__dfrtp_1: 21
sky130_fd_sc_hd__a211o_1: 3
sky130_fd_sc_hd__buf_1: 5
sky130_fd_sc_hd__buf_2: 29
sky130_fd_sc_hd__and2_1: 9
-- worst reg2reg max path, cell delays in order (launching register included) --
cell,delay (ps)
sky130_fd_sc_hd__dfrtp_1,940
sky130_fd_sc_hd__or2_1,220
sky130_fd_sc_hd__buf_4,320
sky130_fd_sc_hd__and2_1,370
sky130_fd_sc_hd__nand2_1,270
sky130_fd_sc_hd__nor2_1,650
sky130_fd_sc_hd__buf_4,380
-- state kept, by name, summed over array words and instances (netlist names) --
| register | flops |
|---|---|
| dut.apb_spwdata | 16 |
| dut.pready | 1 |
| dut.mem | 512 |
| dut.prdata | 16 |
| dut.present_state | 3 |
| DUT.present_state | 3 |
| DUT.temp_apb_prdata | 16 |
-- logic make-up after synthesis --
group                  Yosys count  synth area share [%]
DFF                            567                  79.0
AOI/OAI and AO/OA              271                  9.67
and+or+nand+nor                219                  4.87
muxes                           87                  4.77
buffers and inverters           77                  1.71
-- how the worst max path moves through the flow --
| stage | from | end | cells after the start |
|---|---|---|---|
| global route | apb_paddr[0] | dut.mem[25][12] | 6 |
| finish | apb_paddr[0] | dut.mem[25][9] | 6 |
| CTS | apb_paddr[0] | dut.prdata[10] | 9 |
-- layout make-up --
type                    count  share of cell area, %
clock buffers              70                   5.99
clock inverters            33                  0.996
inverters                   3                 0.0457
multi-input cells         577                   17.0
flip-flops and latches    567                   68.7
well taps                 539                   2.74
repair buffers            130                   4.50
-- power groups by stage --
stage / Clock [mW] / Sequential (mW) / Combinational (mW)
CTS: 1.83 / 2.36 / 0.171
global route: 1.90 / 2.36 / 0.184
finish: 1.80 / 2.37 / 0.172
-- routing by layer --
metal	part of all wire [%]	global-route usage (%)
met5	0	0.667
met4	2.4	5.50
met3	18	24.0
met2	44	39.5
met1	36	42.2
No activity file was given, so power comes from the tool's default toggle rates.
